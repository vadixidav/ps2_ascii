<file path="/design/flow/design.v">
module scancode_ascii(
    extended,
    shift_mode,
    scan_code,
    ascii_code,
    valid
    );
    input extended, shift_mode;
    input [7:0] scan_code;
    output reg [7:0] ascii_code;
    output reg valid;
    always @* begin
        if (extended) begin
            case (scan_code)
                8'h4A: begin
                    valid = 1'b1;
                    ascii_code = "/";
                end
                8'h5A: begin
                    valid = 1'b1;
                    ascii_code = "\r";
                end
                default: begin
                    valid = 1'b0;
                    ascii_code = 8'b0;
                end
            endcase
        end else begin
            case (scan_code)
                8'h1C: begin
                    valid = 1'b1;
                    ascii_code = shift_mode ? "A" : "a";
                end
                8'h32: begin
                    valid = 1'b1;
                    ascii_code = shift_mode ? "B" : "b";
                end
                8'h21: begin
                    valid = 1'b1;
                    ascii_code = shift_mode ? "C" : "c";
                end
                8'h23: begin
                    valid = 1'b1;
                    ascii_code = shift_mode ? "D" : "d";
                end
                8'h24: begin
                    valid = 1'b1;
                    ascii_code = shift_mode ? "E" : "e";
                end
                8'h2B: begin
                    valid = 1'b1;
                    ascii_code = shift_mode ? "F" : "f";
                end
                8'h34: begin
                    valid = 1'b1;
                    ascii_code = shift_mode ? "G" : "g";
                end
                8'h33: begin
                    valid = 1'b1;
                    ascii_code = shift_mode ? "H" : "h";
                end
                8'h43: begin
                    valid = 1'b1;
                    ascii_code = shift_mode ? "I" : "i";
                end
                8'h3B: begin
                    valid = 1'b1;
                    ascii_code = shift_mode ? "J" : "j";
                end
                8'h42: begin
                    valid = 1'b1;
                    ascii_code = shift_mode ? "K" : "k";
                end
                8'h4B: begin
                    valid = 1'b1;
                    ascii_code = shift_mode ? "L" : "l";
                end
                8'h3A: begin
                    valid = 1'b1;
                    ascii_code = shift_mode ? "M" : "m";
                end
                8'h31: begin
                    valid = 1'b1;
                    ascii_code = shift_mode ? "N" : "n";
                end
                8'h44: begin
                    valid = 1'b1;
                    ascii_code = shift_mode ? "O" : "o";
                end
                8'h4D: begin
                    valid = 1'b1;
                    ascii_code = shift_mode ? "P" : "p";
                end
                8'h15: begin
                    valid = 1'b1;
                    ascii_code = shift_mode ? "Q" : "q";
                end
                8'h2D: begin
                    valid = 1'b1;
                    ascii_code = shift_mode ? "R" : "r";
                end
                8'h1B: begin
                    valid = 1'b1;
                    ascii_code = shift_mode ? "S" : "s";
                end
                8'h2C: begin
                    valid = 1'b1;
                    ascii_code = shift_mode ? "T" : "t";
                end
                8'h3C: begin
                    valid = 1'b1;
                    ascii_code = shift_mode ? "U" : "u";
                end
                8'h2A: begin
                    valid = 1'b1;
                    ascii_code = shift_mode ? "V" : "v";
                end
                8'h1D: begin
                    valid = 1'b1;
                    ascii_code = shift_mode ? "W" : "w";
                end
                8'h22: begin
                    valid = 1'b1;
                    ascii_code = shift_mode ? "X" : "x";
                end
                8'h35: begin
                    valid = 1'b1;
                    ascii_code = shift_mode ? "Y" : "y";
                end
                8'h1A: begin
                    valid = 1'b1;
                    ascii_code = shift_mode ? "Z" : "z";
                end
                8'h45: begin
                    valid = 1'b1;
                    ascii_code = shift_mode ? ")" : "0";
                end
                8'h16: begin
                    valid = 1'b1;
                    ascii_code = shift_mode ? "!" : "1";
                end
                8'h1E: begin
                    valid = 1'b1;
                    ascii_code = shift_mode ? "@" : "2";
                end
                8'h26: begin
                    valid = 1'b1;
                    ascii_code = shift_mode ? "#" : "3";
                end
                8'h25: begin
                    valid = 1'b1;
                    ascii_code = shift_mode ? "$" : "4";
                end
                8'h2E: begin
                    valid = 1'b1;
                    ascii_code = shift_mode ? "\45" : "5";
                end
                8'h36: begin
                    valid = 1'b1;
                    ascii_code = shift_mode ? "^" : "6";
                end
                8'h3D: begin
                    valid = 1'b1;
                    ascii_code = shift_mode ? "&" : "7";
                end
                8'h3E: begin
                    valid = 1'b1;
                    ascii_code = shift_mode ? "*" : "8";
                end
                8'h46: begin
                    valid = 1'b1;
                    ascii_code = shift_mode ? "(" : "9";
                end
                8'h0E: begin
                    valid = 1'b1;
                    ascii_code = shift_mode ? "~" : "`";
                end
                8'h4E: begin
                    valid = 1'b1;
                    ascii_code = shift_mode ? "_" : "-";
                end
                8'h55: begin
                    valid = 1'b1;
                    ascii_code = shift_mode ? "+" : "=";
                end
                8'h5D: begin
                    valid = 1'b1;
                    ascii_code = shift_mode ? "|" : "\134";
                end
                8'h66: begin
                    valid = 1'b1;
                    ascii_code = "\10";
                end
                8'h29: begin
                    valid = 1'b1;
                    ascii_code = " ";
                end
                8'h0D: begin
                    valid = 1'b1;
                    ascii_code = "\11";
                end
                8'h5A: begin
                    valid = 1'b1;
                    ascii_code = "\15";
                end
                8'h76: begin
                    valid = 1'b1;
                    ascii_code = 8'h1B;
                end
                8'h54: begin
                    valid = 1'b1;
                    ascii_code = shift_mode ? "{" : "[";
                end
                8'h7C: begin
                    valid = 1'b1;
                    ascii_code = "*";
                end
                8'h7B: begin
                    valid = 1'b1;
                    ascii_code = "-";
                end
                8'h79: begin
                    valid = 1'b1;
                    ascii_code = "+";
                end
                8'h71: begin
                    valid = 1'b1;
                    ascii_code = ".";
                end
                8'h70: begin
                    valid = 1'b1;
                    ascii_code = "0";
                end
                8'h69: begin
                    valid = 1'b1;
                    ascii_code = "1";
                end
                8'h72: begin
                    valid = 1'b1;
                    ascii_code = "2";
                end
                8'h7A: begin
                    valid = 1'b1;
                    ascii_code = "3";
                end
                8'h6B: begin
                    valid = 1'b1;
                    ascii_code = "4";
                end
                8'h73: begin
                    valid = 1'b1;
                    ascii_code = "5";
                end
                8'h74: begin
                    valid = 1'b1;
                    ascii_code = "6";
                end
                8'h6C: begin
                    valid = 1'b1;
                    ascii_code = "7";
                end
                8'h75: begin
                    valid = 1'b1;
                    ascii_code = "8";
                end
                8'h7D: begin
                    valid = 1'b1;
                    ascii_code = "9";
                end
                8'h5B: begin
                    valid = 1'b1;
                    ascii_code = shift_mode ? "}" : "]";
                end
                8'h4C: begin
                    valid = 1'b1;
                    ascii_code = shift_mode ? ":" : ";";
                end
                8'h52: begin
                    valid = 1'b1;
                    ascii_code = shift_mode ? "\"" : "'";
                end
                8'h41: begin
                    valid = 1'b1;
                    ascii_code = shift_mode ? "<" : ",";
                end
                8'h49: begin
                    valid = 1'b1;
                    ascii_code = shift_mode ? ">" : ".";
                end
                8'h4A: begin
                    valid = 1'b1;
                    ascii_code = "/";
                end
                default: begin
                    valid = 1'b0;
                    ascii_code = 8'b0;
                end
            endcase
        end
    end
endmodule
module ps2_ascii(
    clk,
    reset,
    ps2_clk,
    ps2_data,
    new_code,
    ascii_code
    );
    parameter DEBOUNCE_5US_WAIT_HOST_BITS = 9;
    parameter DEBOUNCE_5US_WAIT_HOST_CYCLES = (1 << DEBOUNCE_5US_WAIT_HOST_BITS) - 1;
    parameter DEBOUNCE_50US_WAIT_HOST_BITS = 12;
    parameter DEBOUNCE_50US_WAIT_HOST_CYCLES = (1 << DEBOUNCE_50US_WAIT_HOST_BITS) - 1;
    input clk, reset, ps2_clk, ps2_data;
    output reg new_code;
    output reg [6:0] ascii_code;
    reg [DEBOUNCE_5US_WAIT_HOST_BITS-1:0] debounce_counter;
    reg [DEBOUNCE_50US_WAIT_HOST_BITS-1:0] reset_counter;
    reg [3:0] code_counter;
    reg [10:0] serial_buffer;
    reg last_code_extended;
    reg ignore_next_code;
    reg left_shift_mode;
    reg right_shift_mode;
    wire [7:0] latest_code;
    wire [7:0] scancode_ascii_code;
    wire scancode_ascii_valid;
    assign latest_code = serial_buffer[8:1];
    scancode_ascii scancode_ascii(
        .extended(last_code_extended),
        .shift_mode(left_shift_mode || right_shift_mode),
        .scan_code(latest_code),
        .ascii_code(scancode_ascii_code),
        .valid(scancode_ascii_valid));
    always @(posedge clk) begin
        if (reset) begin
            debounce_counter <= 0;
            reset_counter <= DEBOUNCE_50US_WAIT_HOST_CYCLES;
            code_counter <= 0;
            last_code_extended <= 1'b0;
            ignore_next_code <= 1'b0;
            left_shift_mode <= 1'b0;
            right_shift_mode <= 1'b0;
        end else begin
            if (ps2_clk) begin
                if (reset_counter == 0) begin
                    debounce_counter <= 0;
                    code_counter <= 0;
                    new_code <= 1'b0;
                end else begin
                    reset_counter <= reset_counter - 1;
                    if (debounce_counter == 1) begin
                        debounce_counter <= 0;
                        if (code_counter == 9) begin
                            code_counter <= 0;
                            if (((^latest_code) ^ serial_buffer[10]) && !serial_buffer[0] && ps2_data) begin
                                if (latest_code == 8'hE0) begin
                                    last_code_extended <= 1'b1;
                                    ignore_next_code <= 1'b0;
                                    new_code <= 1'b0;
                                end else if (latest_code == 8'hF0) begin
                                    last_code_extended <= 1'b0;
                                    ignore_next_code <= 1'b1;
                                    new_code <= 1'b0;
                                end else if (ignore_next_code) begin
                                    if (latest_code == 8'h12)
                                        left_shift_mode <= 1'b0;
                                    if (latest_code == 8'h59)
                                        right_shift_mode <= 1'b0;
                                    last_code_extended <= 1'b0;
                                    ignore_next_code <= 1'b0;
                                    new_code <= 1'b0;
                                end else begin
                                    if (latest_code == 8'h12) begin
                                        left_shift_mode <= 1'b1;
                                        last_code_extended <= 1'b0;
                                        ignore_next_code <= 1'b0;
                                        new_code <= 1'b0;
                                    end else if (latest_code == 8'h59) begin
                                        right_shift_mode <= 1'b1;
                                        last_code_extended <= 1'b0;
                                        ignore_next_code <= 1'b0;
                                        new_code <= 1'b0;
                                    end else if (scancode_ascii_valid) begin
                                        ascii_code <= scancode_ascii_code;
                                        new_code <= 1'b1;
                                        last_code_extended <= 1'b0;
                                        ignore_next_code <= 1'b0;
                                    end else begin
                                        new_code <= 1'b0;
                                        last_code_extended <= 1'b0;
                                        ignore_next_code <= 1'b0;
                                    end
                                end
                            end else begin
                                new_code <= 1'b0;
                                last_code_extended <= 1'b0;
                                ignore_next_code <= 1'b0;
                            end
                        end else begin
                            serial_buffer[code_counter] <= ps2_data;
                            code_counter <= code_counter + 1;
                            new_code <= 1'b0;
                        end
                    end else if (debounce_counter == 0) begin
                        new_code <= 1'b0;
                    end else begin
                        debounce_counter <= debounce_counter - 1;
                        new_code <= 1'b0;
                    end
                end
            end else begin
                debounce_counter <= DEBOUNCE_5US_WAIT_HOST_CYCLES;
                reset_counter <= DEBOUNCE_50US_WAIT_HOST_CYCLES;
                new_code <= 1'b0;
            end
        end
    end
endmodule
</file>
<file path="/design/flow/config.mk">
export PLATFORM = sky130hd
export DESIGN_NAME = ps2_ascii
export DESIGN_NICKNAME = ps2_ascii
export VERILOG_FILES = /design/flow/design.v
export SDC_FILE = /design/flow/constraint.sdc
export NUM_CORES = 4
export LEC_CHECK = 1
export CORE_UTILIZATION = 30
</file>
<file path="/design/flow/run.sh">
#!/bin/bash
# OpenROAD 26Q1-2900-gdf79404cd8, Yosys 0.63+post, stock flow scripts
make -C /OpenROAD-flow-scripts/flow DESIGN_CONFIG=/design/flow/config.mk WORK_HOME=/design/flow/orfs finish
</file>
<file path="/design/flow/constraint.sdc">
current_design ps2_ascii

set clk_period 5.2
set clk_io_pct 0.2

create_clock -name clk0 -period $clk_period [get_ports {clk}]

set non_clock_inputs [all_inputs -no_clocks]
set_input_delay [expr $clk_period * $clk_io_pct] -clock clk0 $non_clock_inputs
set_output_delay [expr $clk_period * $clk_io_pct] -clock clk0 [all_outputs]
</file>
==> run summary <==
run metrics: setup violators final=0, Resize count post-CTS=0, FMAX=313 MHz, netlist area before placement=0.00386 mm^2, met2 wire length=4740 um, H-Tree Level Count=2, minimum setup slack after placement=1770 ps, flip-flop and latch count after synthesis=47, # rows=41, most area-consuming cells after synthesis=sky130_fd_sc_hd__dfxtp_1 (15%), sky130_fd_sc_hd__edfxtp_1 (14%), sky130_fd_sc_hd__ha_1 (7.5%), synth-to-layout area growth=8.34%, mean area per synthesized cell=7.75 um^2, Total Die Area=0.0133 mm^2, via count=3749, Syn Inst Count=498, switching component of the power=171 uW, count of boundary I/O pins=12, min Tclk post-route=3190 ps, startpoint kind of the worst setup timing path=flip-flop, max capacitance violation total=0, wire length of the first global-routing pass=18000 um, share of flip-flops with an asynchronous set or reset after synthesis=0, fill cell total of the finished layout=1297, initial antenna violation count=0, most used cells in the layout excluding fill and tap cells=sky130_fd_sc_hd__nand2_1 (63), sky130_fd_sc_hd__nor2_1 (45), sky130_fd_sc_hd__a21oi_1 (37), Core Area=0.0126 mm^2, Final Cycle Share=0.614, wire length reported by the detailed router=10700 um, cell-internal power=589 uW, Max FO, Critical Path=20, worst supply voltage drop on vdd=140 uV, largest net degree at the start of global routing=25, final tally of hold violations=0, outcome=completed, largest area contributor in the synthesized netlist=sky130_fd_sc_hd__dfxtp_1, total routed wire length on the met1 layer=4650 um, Worst Hold Class=flip-flop to flip-flop, Synth warnings=2, # Post-CTS Setup Buffers=0, drc violations=0, yosys cell count=498, count of final max-slew check failures=0, Horiz. Die Dim=115 um, clock buffer count from CTS=5, final clock skew=7.37 ps, share of final-layout standard cells stronger than drive strength 1=0.0638, die height=115 um, sinks on the clock net=47, routed vias/inst=5.70, Overall Global Routing Usage=0.173, combinational cell fraction of total power=0.066, insertion delay at the late pin of the worst-skew pair=290 ps, worst-case setup margin in the final layout=2010 ps, chip area line of the yosys report=0.00386 mm^2, warning total across the stage logs=41, Initial DRC Count=266, RePlAce Congestion=0.997, worst endpoint data arrival time=3240 ps, Buffers on Ports=11, cts hold-fix bufs=0, Top cell excl fill/tap=sky130_fd_sc_hd__nand2_1, Top-area cell share=0.151, Worst Max-Slew Pin Slew=885 ps, fraction of power consumed by the clock network=0.414, WL/cell=16.2 um, first-pass iteration count of the detailed router=5, kind of capture point of the worst setup path=flip-flop, fraction of the core area occupied by cells at floorplan=0.307, cell leakage power=0.00152 uW, main flop type=sky130_fd_sc_hd__dfxtp_1, final global-route overflow total=0, clock root buffer master=sky130_fd_sc_hd__clkbuf_16, sequential area share after synthesis=0.291, remaining antenna violation count after routing=0, sw frac=0.225, Cell Type Count=68, unrepaired setup endpoints after global routing=no, setup TNS=0 ps, routed wl met3=911 um, highest routed layer=met4, WS Path Type=flip-flop to flip-flop, Pwr per Cell Area=182 mW/mm^2, number of enable-type register cells in the synthesized netlist=18, WP data required=5250 ps, part of the power in registers=0.520, clock transition at the registers of the reported paths=60 ps, detailed placer's ending HPWL=7710 um, TritonCTS clock tree=built, vias in the first global route=3612, Slew HR=0.408, buffer levels on the longest clock path=2, ANT cells=0
cell usage after synthesis, drive strengths merged, types with 4 or more instances:
library cell / count
nand2: 63
nor2: 45
a21oi: 38
o21ai: 32
dfxtp: 29
clkbuf: 24
ha: 23
inv: 23
nand3: 21
nor3: 20
edfxtp: 18
xnor2: 15
buf: 11
nor4: 10
o22ai: 9
nand4: 8
a22oi: 7
o211ai: 7
or3: 7
a21o: 6
nor2b: 6
xor2: 6
a31oi: 5
o2111ai: 5
or4: 5
and2: 4
cell type report:
type                       instances  area [um^2]  share of cell area
tap                              172          215              0.0515
multi-input combinational        392         2460               0.589
inverter                          23         86.3              0.0207
timing repair buffer              16          148              0.0353
clock inverter                     2         17.5             0.00419
sequential                        47         1120               0.268
clock buffer                       6          129              0.0308
metrics by stage:
step	utilization	total power, uW	std cells	hold WS (ps)	instance area (um^2)
after detailed placement	0.321	453	650	487	4030
after global routing	0.333	793	658	521	4180
final	0.333	760	658	500	4180
after floorplan	-	440	498	464	3860
after global placement	0.321	452	650	486	4030
after CTS	0.333	768	658	504	4180
per-layer routing:
layer	up-vias	track usage
li1	1795	-
met4	0	0.0684
met1	1725	0.243
met2	192	0.267
met3	37	0.0332
met5	-	0
path summary, 6_finish.rpt:
kind / startpoint / end / slack (ps) / depth (start not counted)
setup / recovery: serial_buffer[7]$_DFFE_PP_ / ascii_code[1]$_DFFE_PP_ / 2010 / 8
setup reg to reg: serial_buffer[7]$_DFFE_PP_ / ascii_code[1]$_DFFE_PP_ / 2010 / 8
hold reg to reg: right_shift_mode$_SDFFE_PP0P_ / right_shift_mode$_SDFFE_PP0P_ / 500 / 2
hold / removal: right_shift_mode$_SDFFE_PP0P_ / right_shift_mode$_SDFFE_PP0P_ / 500 / 2
power groups by stage:
stage         logic [uW]  clock network (uW)  registers, uW
global route        56.7                 340            397
finish              49.8                 315            396
CTS                 49.4                 323            395
registers in the layout, indices dropped and copies added, names as in the netlist:
| name | count |
|---|---|
| ignore_next_code | 1 |
| right_shift_mode | 1 |
| last_code_extended | 1 |
| debounce_counter | 9 |
| code_counter | 4 |
| new_code | 1 |
| ascii_code | 7 |
| reset_counter | 12 |
| serial_buffer | 10 |
| left_shift_mode | 1 |
cell families after synthesis:
kind of cell | share of synthesized area
flops | 0.291
fa+ha+maj | 0.0746
buf+inv | 0.0710
simple gates | 0.258
mux | 0.00876
compound gates | 0.249
xor+xnor | 0.0477
critical path, stage by stage (launching register included):
cell and delay [ps]:
sky130_fd_sc_hd__edfxtp_1 410, sky130_fd_sc_hd__ha_1 470, sky130_fd_sc_hd__nand2_1 500, sky130_fd_sc_hd__a22oi_1 170, sky130_fd_sc_hd__nor4_1 540, sky130_fd_sc_hd__o211ai_1 160
sky130_fd_sc_hd__nor3_1 390, sky130_fd_sc_hd__nor4_1 110, sky130_fd_sc_hd__buf_4 190
Power and IR drop assume default switching activity.
